===== flow/constraint.sdc =====
current_design coinbox

set clk_period 1.3
set clk_io_pct 0.2

create_clock -name clk0 -period $clk_period [get_ports {clk}]

set non_clock_inputs [all_inputs -no_clocks]
set_input_delay [expr $clk_period * $clk_io_pct] -clock clk0 $non_clock_inputs
set_output_delay [expr $clk_period * $clk_io_pct] -clock clk0 [all_outputs]

===== flow/run.sh =====
#!/bin/bash
# OpenROAD 26Q1-2900-gdf79404cd8, Yosys 0.63+post, stock flow scripts
make -C /OpenROAD-flow-scripts/flow DESIGN_CONFIG=/design/flow/config.mk WORK_HOME=/design/flow/orfs finish

===== flow/config.mk =====
export PLATFORM = sky130hd
export DESIGN_NAME = coinbox
export DESIGN_NICKNAME = coinbox
export VERILOG_FILES = /design/flow/design.v
export SDC_FILE = /design/flow/constraint.sdc
export NUM_CORES = 4
export LEC_CHECK = 1
export CORE_AREA = 10 10 70 70
export DIE_AREA = 0 0 80 80

===== flow/design.v =====
`timescale 1ns/ 1ps
module coinbox( clk,rstn,coin,newspaper );
input       clk         ;
input       rstn        ;
input [1:0] coin        ;
output      newspaper   ;
parameter S0 = 2'b00;
parameter S1 = 2'b01;
parameter S2 = 2'b10;
parameter S3 = 2'b11;
reg   [1:0] state;
reg   [1:0] next;
always@( posedge clk or negedge rstn )   
    if( !rstn ) state <= S0;
    else        state <= next;
always@( state or coin ) begin
    next = 2'b0;
    case(state)
        S0: case(coin)
                2'b00: next = S0;
                2'b01: next = S1;
                2'b10: next = S2;
                default: next = S0;
            endcase
        S1: case(coin)
                2'b00: next = S1;
                2'b01: next = S2;
                2'b10: next = S3;
                default: next = S0;
            endcase
        S2: case(coin)
                2'b00: next = S2;
                2'b01: next = S3;
                2'b10: next = S3;
                default: next = S0;
            endcase
        S3: case(coin)
                2'b00: next = S0;
                2'b01: next = S0;
                2'b10: next = S0;
                default: next = S0;
            endcase
    endcase
end
assign newspaper = (state==S3);
endmodule

==> run summary <==
Notes from the flow run.

Placement:
- The run puts the number of input and output port buffers inserted at 4.
- The run puts the setup slack at placement at -213 ps.
- The run gives the detailed placement HPWL as 375 um.
- The detailed placer reported the number of placed instances as 69.
- The run gives the post-place instance area as 323 um^2.
- The run puts the placer's final routability congestion estimate at between 0.6 and 0.7.

Routing:
- The run gives the final routed wirelength across all metal layers as 476 um.
- TritonRoute reported its final design rule violation total as 0.
- For this block, the initial DRC count from the detailed router was 4.
- The run gives the number of vias per cell after detailed routing as between 2 and 2.5.
- The final route contains 156 vias.
- The run gives the number of inserted diodes as 0.
- The run gives the per-cell routed wire length as 6.52 um.
- The first detailed-routing pass ran for 4 iterations.
- The detail route stage leaves a number of antenna-violating nets equal to 0.

Floorplan:
- The run gives the area of the chip as about 0.0064 mm^2.
- The run gives the core area as 0.00342 mm^2.
- The run puts the fraction of the core area occupied by cells at floorplan at 0.0615.
- The floorplan step set the die height to 80 um.
- The run gives the number of top-level pins as 5.
- The run gives the count of standard-cell rows as 21.
- Per the OpenROAD floorplan log, the width of the die is 80 um.

Synthesis:
- The run gives the area fraction in mux cells as 0.
- Yosys reported a register bit count of 4.
- In the synthesis report, Yosys lists the chip area as 210 um^2.
- The run puts the area fraction in full adders, half adders and majority gates at 0.238.
- Yosys shows that the main logic family after synthesis is adder cells.
- The run puts the number of distinct library cells after synthesis at 10.
- The average instance in the mapped netlist occupies 12.4 um^2.
- The run gives the cell area after synthesis as 210 um^2.
- The cell-mix breakdown from Yosys lists the XOR/XNOR area share as 0.
- The run puts the number of cells in the yosys synthesis report at 17.
- The run puts the share of synthesized area occupied by flip-flops and latches at 0.482.
- The run gives the yosys synthesis warning count as 1.
- Of the total synthesized cell area, the portion taken by AND, OR, NAND and NOR gates is 0.0655.
- The run gives the fraction of the mapped netlist area in compound gates as 0.161.
- In the synthesized netlist, the number of instances is 17.

Cells and area:
- The run gives the register with the highest flop count as state.
- The run gives the number of non-filler instances in the completed layout as 73.
- The run gives the final standard cell area without fillers as 355 um^2.
- The run gives the area used by sequential logic in the layout as 101 um^2.
- The run gives the ratio of cells with drive above 1 in the final layout as 0.333.
- The largest registers in the layout are state: 4 flops.
- The run puts the layout overhead on the synthesized area at 69.0%.
- The run puts the combined area of the multi-input logic cells at 100 um^2.
- The run gives the number of inserted filler cells in the final layout as 401.
- The run gives the number of flip-flops in the largest register as 4.

Timing:
- The routed design could run at a clock period as short as around 1100 ps.
- The run puts the post-layout worst setup margin at 190 ps.
- The most critical hold endpoint after final layout shows a slack of 219 ps.
- The run gives the max-slew violation count as 0.
- For this run, the top clock speed supported by timing is 901 MHz.
- In the final run the clock tree shows a worst skew of 4.85 ps.
- Counting endpoints that fail hold in the final report gives 0.
- Setup repair after global routing left no endpoint under its margin.
- In this run the tightest slew margin relative to its limit is 0.832.
- The run gives the final period utilization as 0.854.
- The run gives the final tally of setup violations as 0.
- The pin closest to its max-slew limit shows a slew of 252 ps.

Worst setup path:
- The longest incremental delay of any stage on the critical path is reported as 360 ps.
- For this design, the slowest cell found on the critical path is sky130_fd_sc_hd__dfrtp_1.
- The run gives the depth of the worst register-to-register path as 2.
- The worst register-to-register path ends at state[1]$_DFF_PN0_.
- Across all register-to-register paths, the minimum setup slack is about 440 ps.
- For reference, the critical path cell chain is dlygate4sd2_1.
- STA classifies the critical path startpoint as a flop.
- The run gives the kind of cell with the highest combined delay on the critical path as flip-flops.
- The run gives the launch point of the worst reg-to-reg path as state[1]$_DFF_PN0_.
- The critical path in this run is classified as reg2out.
- The run gives the endpoint required time on the critical path as 1040 ps.
- Looking at the critical path, the highest net fanout was 2.
- The worst setup path is captured at a primary output.
- The run gives the count of buffer and inverter cells on the critical path as 1.
- The run puts the signal arrival time at the worst endpoint at around 850 ps.

Pwr:
- IR analysis of the VDD net gives a maximum drop of 0.288 mV.
- The run gives the overall power as ~0.33 mW.
- The run gives the total leakage power as 0.179 nW.
- The run gives the total power density per cell area as 934 mW/mm^2.

Clock tree:
- The run puts the clock transition at the registers of the reported paths at 40 ps.
- Per the CTS log, the maximum H-tree level is 1.
- The CTS report gives the tree buffer count as 3.
- The run gives the clock tree from TritonCTS as yes.
- The root buffer cell chosen for the clock tree is sky130_fd_sc_hd__clkbuf_4.
- The run puts the number of buffers inserted by hold repair at cts at 0.
- The run gives the later-pin clock latency in the skew report as 240 ps.
- The run gives the worst-case clock buffer depth as 2.
- The run puts the total number of clock tree sinks at 4.
- The run gives the post-CTS setup repair buffer count as 0.

Global route:
- The run gives the via count of the first global-routing pass as 196.
- The run gives the overall global routing resource usage as 0.0183.
- The run gives the number of antenna violations at the first check in global routing as 0.
- The run gives the largest net degree at the start of global routing as 5.
- The run puts the wire length of the first global-routing pass at ~900 um.
- The run puts the remaining global-route overflow at 0.

Flow run:
- The run gives the max-cap check violation count as 0.
- Summing over the stages, the warning tally comes to 28.

Min path:
- The most critical min-delay path falls under in2async.

Status:
- The flow ran to the end, and the final reports show no timing, DRC or antenna violations.
[where the power goes]
group / total [mW] / internal [mW] / switching, mW / leakage [nW]
sequential: 0.125 / 0.125 / 0 / 0.0522
combinational: 0.0299 / 0.0169 / 0.0130 / 0.112
clock: 0.177 / 0.116 / 0.0611 / 0.0150
[worst max-delay path by stage]
stage / start / to / slack, ps / cells past startpoint
after CTS: coin[0] / state[1]$_DFF_PN0_ / 40 / 5
after global routing: state[3]$_DFF_PN0_ / newspaper / 150 / 1
final: state[3]$_DFF_PN0_ / newspaper / 190 / 1
[logic make-up after synthesis]
group	Yosys count
AND/OR/NAND/NOR	2
AND-OR/OR-AND	4
buffers and inverters	3
adder cells (fa/ha/maj)	4
flip-flops	4
[per-stage QoR]
step	utilization	TNS [ps]
after floorplan	-	0
after global placement	0.0945	-379
after detailed placement	0.0945	-516
after CTS	0.102	0
after global routing	0.104	0
final	0.104	0
[timing repair]
| item | CTS | global route |
|---|---|---|
| endpoints found under the setup margin | 1 | 1 |
| pin swaps | 0 | 1 |
| gates resized | 1 | 4 |
[layout make-up]
| cell class | instances | area share |
|---|---|---|
| multi-input cells | 10 | 0.282 |
| inverters | 3 | 0.0317 |
| repair buffers | 6 | 0.165 |
| clock buffers | 4 | 0.0739 |
| well taps | 46 | 0.162 |
| flip-flops and latches | 4 | 0.285 |
[synth_stat cells]
library cell / number / area, um^2
sky130_fd_sc_hd__a222oi_1: 1 / 10.0
sky130_fd_sc_hd__a22o_1: 1 / 8.76
sky130_fd_sc_hd__a22o_2: 1 / 10.0
sky130_fd_sc_hd__dfrtp_1: 3 / 75.1
sky130_fd_sc_hd__dfstp_2: 1 / 26.3
sky130_fd_sc_hd__ha_1: 4 / 50.1
sky130_fd_sc_hd__inv_1: 3 / 11.3
sky130_fd_sc_hd__nand2b_1: 1 / 6.26
sky130_fd_sc_hd__nand3b_1: 1 / 7.51
sky130_fd_sc_hd__o21ai_0: 1 / 5.00
[layout by cell type, fill, tap and decap left out]
| cell | instances |
|---|---|
| sky130_fd_sc_hd__dlymetal6s2s_1 | 2 |
| sky130_fd_sc_hd__o21ai_0 | 1 |
| sky130_fd_sc_hd__ha_1 | 3 |
| sky130_fd_sc_hd__dfstp_2 | 1 |
| sky130_fd_sc_hd__ha_2 | 1 |
| sky130_fd_sc_hd__buf_4 | 2 |
| sky130_fd_sc_hd__dfrtp_1 | 3 |
| sky130_fd_sc_hd__a222oi_1 | 1 |
| sky130_fd_sc_hd__dlygate4sd2_1 | 1 |
| sky130_fd_sc_hd__a22o_2 | 1 |
| sky130_fd_sc_hd__a22o_1 | 1 |
| sky130_fd_sc_hd__clkbuf_4 | 3 |
| sky130_fd_sc_hd__inv_2 | 1 |
| sky130_fd_sc_hd__clkbuf_1 | 1 |
| sky130_fd_sc_hd__clkdlybuf4s50_1 | 1 |
| sky130_fd_sc_hd__nand3b_1 | 1 |
| sky130_fd_sc_hd__nand2b_1 | 1 |
| sky130_fd_sc_hd__inv_1 | 2 |
[routing by layer]
metal  vias up  GRT usage  share of wire  wire length [um]
li1         80          -              -                 -
met1        68     0.0220           0.58               277
met2         8     0.0209           0.28               132
met3         0     0.0205           0.14                67
met4         0    0.00352              0                 0
met5         -          0              0                 0
Power figures rest on the tool's default switching activity, not on a simulated workload.
