## flow/config.mk

```make
export PLATFORM = sky130hd
export DESIGN_NAME = BcdCounter_2digit
export DESIGN_NICKNAME = BcdCounter_2digit
export VERILOG_FILES = /design/flow/design.v
export SDC_FILE = /design/flow/constraint.sdc
export NUM_CORES = 4
export LEC_CHECK = 1
export CORE_AREA = 10 10 74 74
export DIE_AREA = 0 0 84 84
```

## flow/constraint.sdc

```tcl
current_design BcdCounter_2digit

set clk_period 1.6
set clk_io_pct 0.2

create_clock -name clk0 -period $clk_period [get_ports {clk}]

set non_clock_inputs [all_inputs -no_clocks]
set_input_delay [expr $clk_period * $clk_io_pct] -clock clk0 $non_clock_inputs
set_output_delay [expr $clk_period * $clk_io_pct] -clock clk0 [all_outputs]
```

## flow/design.v

```verilog
`timescale 1ns / 1ps
module BcdCounter_2digit(input count, input mode, input rstn, input clk, output [3:0] Q0, output [3:0] Q1, output tc2);
BcdCounter_cas counter0 (count, mode, rstn, clk, Q0, tc1);
BcdCounter_cas counter1 (tc1, mode, rstn, clk, Q1, tc2);
endmodule
`timescale 1ns / 1ps
module BcdCounter_cas(
        input wire count, input mode, input rstn, input clk, output reg [3:0] Q, output reg tc
    );
    always @(posedge clk) begin
        if (!rstn) begin
            Q <= 4'd0;
            tc <= 1'b0;
        end else if (count) begin
            tc <= 1'b0;   
            if (mode) begin
                if (Q == 4'd9) begin
                    Q <= 4'd0;
                    tc <= 1'b1;
                end else Q <= Q + 1;
            end else begin
                if (Q == 4'd0) begin
                    Q <= 4'd9;
                    tc <= 1'b1;
                end else Q <= Q - 1;
            end
        end
    end
endmodule
```

## flow/run.sh

```bash
#!/bin/bash
# OpenROAD 26Q1-2900-gdf79404cd8, Yosys 0.63+post, stock flow scripts
make -C /OpenROAD-flow-scripts/flow DESIGN_CONFIG=/design/flow/config.mk WORK_HOME=/design/flow/orfs finish
```

==> results.cfg <==
; flow metrics
[synth]
yosys-top-cells-count = dfxtp_1 (10), o21ai_0 (7), nand2_1 (6), nor3_1 (6), buf_2 (5)
yosys-stat-cells = 95
edf_count = 0
async_flop_share = 0
syn_inst = 95
yosysWarnings = 2
yosys-stat-area_um2 = 752
synth_cell_types = 31
avgSynthCellArea_um2 = 7.92
synth_area_um2 = 752
flop_cell = dfxtp_1
top_cell_area_share = 0.266
synth_flops = 10
ys_seq_share = 0.266
topCellsByArea = dfxtp_1 (27%), a41oi_1 (4.7%), o21ai_0 (4.7%)
top_area_cell = dfxtp_1
most_common_cell = dfxtp_1

[outcome]
status = finished, final reports clean

[cts]
clk_transition_reported_paths_ns = 0.05
clk_latency_ns = 0.24
cts_resized = 0
numCtsBuffers = 3
cts_buffer_depth = 2
numClockSinks = 10
htreeDepth = 1
cts_setup_buffers = 0
hold_buffers = 0
cts_tree = built
cts-root-buf = clkbuf_8

[power]
internal_power_w = 0.000587
combPwrFrac = 0.226
p_per_area_nw_per_um2 = 817
power_w = 0.000796
p_leak_nw = 0.362
power_switching_w = 0.000210
peakVddDrop_uv = 597
pwr-share-seq = 0.370
switching_share = 0.263
pwr-share-clk = 0.403

[finish]
layout-drive-gt1-share = 0.152
final_area_um2 = 975
final_cells = 155
syn2layout_area_growth_pct = 29.6
fillers = 426

[hold_path]
hold_class = flip-flop to flip-flop
hold_depth = 2

[floorplanning]
core_um2 = 3970
ios = 13
die-width_um = 84
fp_util = 0.189
die_height_um = 84
die-area_um2 = 7060
row_count = 23

[sta]
hold_viol_final = 0
fin_skew_ns = 0.00404
rsz0062_at_grt = no
post-route-min-period_ns = 1.52
fmax_ghz = 0.656
finalSetupTns_ns = 0
fin_crit_sh = 0.952
relSlewSlack = 0.756
slew_violations = 0
tightestPinTransition_ns = 0.366
setup_viol = 0

[worst_setup_path]
worstPathRequired_ns = 1.28
slowest_stage = clkdlybuf4s50_1
max_stage_delay_ns = 0.52
critical_path.cell_chain = clkdlybuf4s50_1
crit_fanout = 8
path_class = flip-flop to output port
worstSetupPathDepth = 1
path_buffers = 1
crit_family = buffers and inverters
cp_data_arrival_time_ns = 1.20
cp-start-kind = flip-flop
endpoint_kind = output port
r2r_cells = 4

[place]
dp_cells = 151
io_buffers = 12
place_congestion = 0.779
hpwl_um = 1180
postPlaceCellArea_um2 = 916

[route]
vias_per_cell = 4.57
wire_per_inst_um = 11.0
via_count = 708
diodes = 0
drt_first_pass_iters = 4
ant_nets = 0
drc_errors = 0
drt_first_iter_violations = 82
drt-total-wl_um = 1710

[global_route]
track_usage = 0.0466
grt_pass1_wl_um = 2930
first_global_vias = 651
grt_antenna_before_repair = 0
overflow = 0
grt_max_degree = 27

[run]
max-cap-violations = 0
warnings = 25
-- path summary, 6_finish.rpt --
| kind | startpoint | to | slack (ns) |
|---|---|---|---|
| setup / recovery | counter0.Q[2] | Q0[2] | 0.08 |
| setup reg to reg | counter0.Q[2] | counter0.Q[1] | 0.31 |
| hold / removal | counter1.tc | counter1.tc | 0.47 |
| hold reg to reg | counter1.tc | counter1.tc | 0.47 |
-- area by class of cell --
class,instances,area (um2),area share
clock buffers,4,55.1,0.0565
inverters,2,7.51,0.00770
multi-input cells,70,460,0.472
flip-flops and latches,10,204,0.209
well taps,50,62.6,0.0642
repair buffers,19,185,0.190
-- registers in the layout (all words and copies together) (netlist names) --
name and cells:
counter0.Q 4, counter0.tc 1, counter1.Q 4, counter1.tc 1
-- logic make-up after synthesis --
logic type | synth area share
buffers and inverters | 0.121
flip-flops | 0.266
AND-OR/OR-AND | 0.283
XOR/XNOR | 0.0699
AND/OR/NAND/NOR | 0.260
-- power by group through the flow --
| stage | clock network, W | logic [W] | registers [W] |
|---|---|---|---|
| CTS | 0.000330 | 0.000182 | 0.000293 |
| finish | 0.000321 | 0.000180 | 0.000295 |
| global route | 0.000347 | 0.000204 | 0.000299 |
-- routing by layer --
| layer | track usage | wire [um] |
|---|---|---|
| met5 | 0 | 0 |
| met2 | 0.0697 | 770 |
| met4 | 0.0107 | 8 |
| met3 | 0.0197 | 150 |
| met1 | 0.0603 | 782 |
-- placed cells by master, fill, tap and decap left out, drive strengths merged, types with 4 or more instances in the layout --
| master | instances |
|---|---|
| a41oi | 4 |
| and3 | 4 |
| buf | 7 |
| clkbuf | 4 |
| clkdlybuf4s50 | 12 |
| dfxtp | 10 |
| nand2 | 6 |
| nor2 | 4 |
| nor3 | 6 |
| o211ai | 4 |
| o21ai | 10 |
| xnor2 | 4 |
-- per-stage QoR --
stage / hold slack, ns / setup WS (ns) / util
final: 0.468 / 0.0762 / 0.245
after global routing: 0.495 / 0.0405 / 0.245
after CTS: 0.472 / 0.000330 / 0.244
after detailed placement: 0.463 / -0.0867 / 0.231
after global placement: 0.461 / -0.0393 / 0.231
after floorplan: 0.431 / 0.458 / -
Power figures rest on the tool's default switching activity, not on a simulated workload.
